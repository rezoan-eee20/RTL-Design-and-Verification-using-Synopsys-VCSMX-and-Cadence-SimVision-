<file path="config.mk">
export PLATFORM = sky130hd
export DESIGN_NAME = Square_ROM
export DESIGN_NICKNAME = Square_ROM
export VERILOG_FILES = /design/flow/design.v
export SDC_FILE = /design/flow/constraint.sdc
export NUM_CORES = 4
export LEC_CHECK = 1
export CORE_AREA = 10 10 70 70
export DIE_AREA = 0 0 80 80
</file>
<file path="constraint.sdc">
current_design Square_ROM

set clk_period 1.2
set clk_io_pct 0.2

create_clock -name clk0 -period $clk_period

set non_clock_inputs [all_inputs -no_clocks]
set_input_delay [expr $clk_period * $clk_io_pct] -clock clk0 $non_clock_inputs
set_output_delay [expr $clk_period * $clk_io_pct] -clock clk0 [all_outputs]
</file>
<file path="design.v">
module Square_ROM (n, sign, square);
input [3:0] n ;  
input sign ;  
output [7:0] square ;  
reg [7:0] square ;
always @ (n or sign)
begin
if (sign == 0)  
begin
case (n)
0 : square <= 0 ;
1 : square <= 1;
2 : square <= 4;
3 : square <= 9;
4 : square <= 16;
5 : square <= 25;
6 : square <= 36;
7 : square <= 49;
8 : square <= 64;
9 : square <= 81;
10 : square <= 100;
11 : square <= 121;
12 : square <= 144;
13 : square <= 169;
14 : square <= 196;
15 : square <= 255 ;
default :
square <= 0 ;
endcase
end
else
begin
case (n)
0 : square <= 0 ;
1 : square <= 1 ;
2 : square <= 4 ;
3 : square <= 9;
4 : square <= 16;
5 : square <= 25;
6 : square <= 36;
7 : square <= 49;
8 : square <= 64;
9 : square <= 49;
10 : square <= 36;
11 : square <= 25;
12 : square <= 16;
13 : square <= 9;
14 : square <= 4;
15 : square <= 1;
default :
square <= 0 ;
endcase
end
end
endmodule
</file>
<file path="run.sh">
#!/bin/bash
# OpenROAD 26Q1-2900-gdf79404cd8, Yosys 0.63+post, stock flow scripts
make -C /OpenROAD-flow-scripts/flow DESIGN_CONFIG=/design/flow/config.mk WORK_HOME=/design/flow/orfs finish
</file>
==> GITHUB_STEP_SUMMARY <==
## PnR job results

| Metric | Value |
|---|---|
| Status | `finished with violations` |
| Failing checks | `negative setup slack` |
| Fmax | `752.6 MHz` |
| HPWL Detailed | `665.2 um` |
| Internal power | `around 0.11 mW` |
| Die height | `80 um` |
| CP Data Arrival Time | `1.09 ns` |
| Crit path max-delay cell type | `mux4_2` |
| Crit share post-route | `1.107` |
| Largest net degree at the start of global routing | `7` |
| Worst setup slack after placement | `-1.083 ns` |
| Slew headroom | `0.9077` |
| DR pass1 iterations | `3` |
| Port Buffers | `13` |
| Critical-path maximum fanout | `6` |
| Crit path time final | `1.329 ns` |
| Mapped Area | `246.5 um^2` |
| # Cells Yosys | `30` |
| Top Layout Cells | `buf_4, buf_2, ha_4, buf_6` |
| Diode count | `0` |
| Hold path startpoint | `n[3]` |
| PwrDens | `approximately 300 nW/um^2` |
| Remaining DRCs | `0` |
| Global-route wire length before repair | `1.552 mm` |
| Register area share after synthesis | `0` |
| Sequential share of power | `0` |
| Total GRT Usage | `0.02890` |
| Crit. Startpoint | `n[0]` |
| WHS Path Cells | `3` |
| Clkbuf count | `0` |
| CP required | `0.96 ns` |
| Synth-to-Final Area Change | `149.2%` |
| Vias in the first global route | `310` |
| Crit-path max cell delay | `0.44 ns` |
| Layout Utilization | `0.1799` |
| Hold endpoint | `square[6]` |
| Final setup viols | `5` |
| WL/cell | `9.707 um` |
| Core area | `3416 um^2` |
| Total of max-cap violations | `0` |
| Chip Area, Yosys | `246.5 um^2` |
| Sw Ratio | `0.3943` |
| Cell Type Count | `20` |
| Via count | `303` |
| Flop area | `0 um^2` |
| Min-delay worst type | `in2out` |
| Setup crit end kind | `output pin` |
| Comb power frac | `1.000` |
| Fin worst setup slack | `-0.1287 ns` |
| Most numerous logic cell after layout | `buf_4` |
| Synthesized instance count | `30` |
| Chip area | `6400 um^2` |
| Sequence of cells on the critical path | `buf_12, ha_4, mux4_2, buf_2` |
| Startpoint types | `input port` |
| WS Path Type | `in2out` |
| DR iter-0 viols | `14` |
| Dpl cell area | `about 470 um^2` |
| IO Pins | `13` |
| Flop count | `0` |
| RSZ-0062 raised after global routing | `yes` |
| Fp util | `0.07216` |
| Antenna viol nets, final | `0` |
| Synthesis warning total | `1` |
| Slew @ Worst Pin | `between 0.1 and 0.15 ns` |
| Final hold violations | `0` |
| Sw power | `between 0.07 and 0.08 mW` |
| Via density | `3.061` |
| Mapped Avg Cell Area | `8.216 um^2` |
| Slew Limit Fails | `0` |
| Leak pwr | `between 0.2 and 0.3 nW` |
| Filler cells | `about 380` |
| Drt total wl | `961 um` |
| Placer Congestion | `0.7703` |
| Initial antenna violation count | `0` |
| Peak supply drop | `0.00006177 V` |
| Chip Width | `80 um` |
| Clk pwr share | `0` |
| Post-route design area | `614.3 um^2` |
| Gr ovfl total | `0` |
| Layout cells sized above 1 | `0.7547` |
| # rows | `21` |
| Total tool warning count | `39` |
-- worst max-delay path, delay by kind of cell --
kind / cells / cell delay (ns)
buf+inv: 2 / 0.25
mux: 1 / 0.44
fa+ha+maj: 1 / 0.15
-- power groups by stage --
stage / registers (mW) / logic, mW / clock network (mW)
4_1_cts: 0 / 0.175 / 0
5_1_grt: 0 / 0.198 / 0
6_report: 0 / 0.182 / 0
-- cell type report --
class | count | area [um^2] | area share
multi-input cells | 25 | 312.8 | 0.5092
inverters | 3 | 26.28 | 0.04277
repair buffers | 25 | 217.7 | 0.3544
well taps | 46 | 57.56 | 0.09369
-- how the worst max path moves through the flow --
stage | endpoint | slack (ns)
CTS | square[3] | -0.12
global route | square[3] | -0.14
finish | square[3] | -0.13
-- synth_stat cells --
master	count	area (um^2)
a21oi_1	1	5.000
or2b_1	1	7.510
and2b_4	1	10.01
nand2b_1	2	12.51
mux4_2	1	22.52
mux2i_1	1	10.01
o221ai_1	1	8.760
nand3_1	1	5.000
and3_1	1	6.260
inv_1	3	11.26
and2_1	2	12.51
buf_6	1	11.26
buf_4	1	7.510
a31oi_1	1	6.260
a31o_1	1	8.760
nand2_1	1	3.750
o22ai_1	2	12.51
nor2_1	1	3.750
ha_1	6	75.07
nor2b_1	1	6.260
-- timing repair --
action	4_1_cts	5_1_grt
setup buffers	5	0
pin swaps	9	2
hold buffers	0	0
gates resized	77	5
setup endpoints to repair	8	6
-- per-stage QoR --
stage          hold WS, ns  power [mW]  setup TNS, ns  std cells
6_report            0.7774      0.1820        -0.3181         99
5_1_grt             0.8093      0.1977        -0.5122         99
4_1_cts             0.7875      0.1746        -0.3012         99
3_5_place_dp         1.494      0.1358         -6.919         94
3_3_place_gp         1.471      0.1336         -6.710         94
2_1_floorplan       0.5347     0.05143              0         30
-- per-layer routing --
layer	GRT usage	routed length [um]
met1	0.04034	478
met3	0	2
met5	0	0
met2	0.05136	480
met4	0	0
-- cell families (layout without fill, tap and decap cells) --
logic type,Yosys count,in the layout,share of synthesized area
compound gates,6,6,0.1675
simple gates,11,11,0.2741
fa+ha+maj,6,6,0.3046
mux,2,2,0.1320
buf+inv,5,28,0.1218
No activity file was given, so power comes from the tool's default toggle rates.
