==> design/flow/run.sh <==
#!/bin/bash
# OpenROAD 26Q1-2900-gdf79404cd8, Yosys 0.63+post, stock flow scripts
make -C /OpenROAD-flow-scripts/flow DESIGN_CONFIG=/design/flow/config.mk WORK_HOME=/design/flow/orfs finish
==> design/flow/config.mk <==
export PLATFORM = sky130hd
export DESIGN_NAME = squareRoot_ROM
export DESIGN_NICKNAME = squareRoot_ROM
export VERILOG_FILES = /design/flow/design.v
export SDC_FILE = /design/flow/constraint.sdc
export NUM_CORES = 4
export LEC_CHECK = 1
export CORE_AREA = 10 10 70 70
export DIE_AREA = 0 0 80 80
==> design/flow/constraint.sdc <==
current_design squareRoot_ROM

set clk_period 1.3
set clk_io_pct 0.2

create_clock -name clk0 -period $clk_period

set non_clock_inputs [all_inputs -no_clocks]
set_input_delay [expr $clk_period * $clk_io_pct] -clock clk0 $non_clock_inputs
set_output_delay [expr $clk_period * $clk_io_pct] -clock clk0 [all_outputs]
==> design/flow/design.v <==
module squareRoot_ROM (n, sq_root) ;
	input [3:0] n ;  
	output [11:0] sq_root ;  
	reg [11:0] sq_root ;  
	wire [1:0] sq_root_int ;
	wire [9:0] sq_root_dp ;
	always @ (n)
	begin
		case (n)  
			0 :sq_root <= 12'b00_0000000000;
			1 :sq_root <= 12'b01_0000000000;
			2 :sq_root <= 12'b01_0110100111;
			3 :sq_root <= 12'b01_1011101101;
			4 :sq_root <= 12'b10_0000000000;
			5 :sq_root <= 12'b10_0011110001;
			6 :sq_root <= 12'b10_0111001011;
			7 :sq_root <= 12'b10_1010010100;
			8 :sq_root <= 12'b10_1101001111;
			9 :sq_root <= 12'b11_0000000000;
			10 :sq_root <=12'b11_0010100101;
			11 :sq_root <=12'b11_0101000011;
			12 :sq_root <=12'b11_0111011011;
			13 :sq_root <=12'b11_1001101011;
			14 :sq_root <=12'b11_1011110110;
			15 :sq_root <=12'b11_1101111100;
			default :
			sq_root <= 12'b00_0000000000 ;  
		endcase
	end
	assign sq_root_int = sq_root [11:10] ;
	assign sq_root_dp = sq_root [9:0];
endmodule
==> summary.txt <==
Notes on the physical implementation.

- In the synthesized netlist, the number of instances is 44.
- met1 track demand over resource after global routing is 5.95%.
- The area of the core region is 0.00342 mm², for reference.
- The part of the cycle the worst path needs is 110%, for reference.
- For the finished layout, the period the worst path requires is 1.43 ns.
- The area growth from synthesis to layout is 150%, for reference.
- The first-pass GRT wire length is 2.28 mm, for reference.
- The number of global-route vias before repair was 481.
- Per the finish-stage timing summary, setup violations number 8.
- A synthesized cell averages 7.54 µm².
- The number of different library cells in the post-synthesis netlist is 21, for reference.
- The number of rows in the core area is 21, for reference.
- Counting the clock-network buffers in the layout gives 0.
- Per the power-grid run, VDD falls by no more than 0.000140 V.
- Per the OpenROAD floorplan log, the area of the die is 0.00640 mm².
- The capturing instance or port of the critical path is sq_root[7], for reference.
- Across the whole layout, storage elements account for 0 µm².
- Per the OpenROAD timing report, the critical path contains 5 cells.
- The overall routed net length is 1.45 mm, for reference.
- The number of maximum-capacitance violations recorded for the run is 0.
- The critical path's top delay family is buffers and inverters, for reference.
- The run finished, with violations left.
- The class of the tightest hold or removal check is primary input to output pin, for reference.
- The per-cell via count in the routed design is 3.71, for reference.
- The chip width is 80 µm, for reference.
- The routed layout reports a DRC error count of 0.
- The share of the yosys chip area belonging to registers is 0%, for reference.
- The floorplan report gives the top-level pin count as 16.
- Summed over all nets, the half-perimeter wirelength after detailed placement is 1.01 mm.
- For this design the static power due to leakage is 0.394 nW.
- The synthesized netlist has a Yosys-reported chip area of 332 µm².
- The synthesized netlist occupies a cell area of 332 µm².
- The number of max-slew violations in the final report is 0, for reference.
- Looking at the global route congestion table, the highest-usage layer is met2.
- The startpoint class of the critical path is a primary input, for reference.
- The power density over the cells is 321 mW/mm², for reference.
- The overall power consumption is 0.000266 W, for reference.
- The first-iteration detailed-routing DRC count is 67, for reference.
- The number of cells reported by Yosys stat comes to 44.
- Cells with a size suffix above 1 make up 72.8% of the layout.
- Tracing the worst setup path back leads to its startpoint at n[1].
- The maximum clock frequency is 699 MHz, for reference.
- The largest total area in the synthesized netlist belongs to sky130_fd_sc_hd__ha_1.
- The layout report lists the multi-input gate area as 408 µm².
- In the layout the commonest cells are sky130_fd_sc_hd__buf_2, sky130_fd_sc_hd__buf_4, sky130_fd_sc_hd__buf_6, sky130_fd_sc_hd__ha_4.
- The slack of the critical path is -0.131 ns, for reference.
- The final reports fail on setup timing.
- After clock tree synthesis, the flow added hold-fix buffers numbering 0.
- The design has 0 sequential cells.
- The sum of overflow across all layers after global routing is 0, for reference.
- The global-route usage over all layers is 4.23%, for reference.
- The pin count of the biggest net entering global routing is 8, for reference.
- The global-route met2 utilization is 6.18%, for reference.
- The worst path buffer plus inverter count is 4, for reference.
- The critical path is of the primary input to output pin type.
- The script logs the mean routed wire length per placed instance as 11.4 µm.
- Yosys attributes the largest share of cell area to sky130_fd_sc_hd__ha_1, sky130_fd_sc_hd__mux2i_1, sky130_fd_sc_hd__o211a_1, sky130_fd_sc_hd__nand2b_1, sky130_fd_sc_hd__mux4_2.
- The cell at the slowest stage of the critical path is sky130_fd_sc_hd__mux4_2, for reference.
- The weighted congestion reported at the end of routability-driven placement is 0.869, for reference.
- The layout has 365 filler cells.
- The transition time recorded at the tightest slew-check pin is 0.237 ns.
- The critical path arrival is 1.17 ns, for reference.
- Counting the warning lines in the Yosys log gives 1.
- The count of nets left with antenna violations once routing finished came out at 0.
- In the global route stage, met3 resource usage came out at 1.59%.
- The critical path required time is 1.04 ns, for reference.
- Setup repair after global routing could not meet its margin everywhere.
- The port buffer count is 16, for reference.
- Listed in order, past its start point the critical path passes buf_12 -> buf_6 -> buf_6 -> mux4_2 -> buf_2.
- Along the worst path, the maximum fanout reaches 4.
- The initial antenna violation count is 0, for reference.
- The number of diodes added for antenna fixing is 0, for reference.
- The final hold violation count is 0, for reference.
- The total negative slack is -0.436 ns, for reference.
- The largest single stage delay on the critical path is 0.44 ns.
- The worst-case max-slew headroom was logged as 84.0%.
- The tool warning count for the run is 40.
- In the floorplan report the effective utilization is 9.71%.
- STA classifies the critical path endpoint as an output pin.
- The proportion of netlist area held by the largest area contributor is 26.4%, for reference.
- By instance count, the cell type seen most on the critical path is sky130_fd_sc_hd__buf_6.
- The floorplan die height is 80 µm, for reference.
- For this run, the detailed router's first-pass iteration total came to 3.
- The total number of vias is 471, for reference.
[Yosys cell counts]
library cell,count
sky130_fd_sc_hd__o21ai_0,2
sky130_fd_sc_hd__buf_2,1
sky130_fd_sc_hd__ha_1,7
sky130_fd_sc_hd__mux2_2,1
sky130_fd_sc_hd__inv_2,1
sky130_fd_sc_hd__mux2i_1,3
sky130_fd_sc_hd__o21ai_1,1
sky130_fd_sc_hd__or2_1,1
sky130_fd_sc_hd__nand3_1,1
sky130_fd_sc_hd__nand2b_1,4
sky130_fd_sc_hd__o211a_1,3
sky130_fd_sc_hd__nor2_1,2
sky130_fd_sc_hd__o221ai_1,1
sky130_fd_sc_hd__o21a_1,1
sky130_fd_sc_hd__buf_4,1
sky130_fd_sc_hd__o22ai_1,1
sky130_fd_sc_hd__mux4_2,1
sky130_fd_sc_hd__a21oi_1,4
sky130_fd_sc_hd__nand2_1,3
sky130_fd_sc_hd__a31oi_1,1
sky130_fd_sc_hd__inv_1,4
[worst min path at each step]
stage                 startpoint          to  slack (ns)  cells after the start
after CTS                   n[3]  sq_root[3]        0.88                      3
after global routing        n[3]  sq_root[3]        0.90                      3
final                       n[3]  sq_root[3]        0.87                      3
[layout make-up]
| type | instances | area share [%] |
|---|---|---|
| multi-input cells | 37 | 49.2 |
| inverters | 5 | 3.78 |
| repair buffers | 39 | 40.0 |
| well taps | 46 | 6.95 |
[logic make-up (layout without fill, tap and decap cells)]
| kind of cell | after synthesis | after routing | synth area share [%] |
|---|---|---|---|
| mux | 5 | 5 | 19.2 |
| fa+ha+maj | 7 | 7 | 26.4 |
| simple gates | 11 | 11 | 16.6 |
| compound gates | 14 | 14 | 28.3 |
| buf+inv | 7 | 44 | 9.43 |
[power by group]
part | internal, W | total, W | switching, W
Sequential | 0 | 0 | 0
Combinational | 0.000159 | 0.000266 | 0.000107
Clock | 0 | 0 | 0
[through the flow]
step | cell area (µm²) | hold WS (ns) | cells | setup WS [ns] | utilization [%]
finish | 828 | 0.870 | 127 | -0.131 | 24.2
global route | 828 | 0.898 | 127 | -0.201 | 24.2
CTS | 797 | 0.875 | 126 | -0.137 | 23.3
global placement | 684 | 1.64 | 122 | -0.951 | 20.0
floorplan | 332 | 0.588 | 44 | 0.0695 | -
detailed placement | 684 | 1.62 | 122 | -0.982 | 20.0
[metal layers]
metal,wire [µm],vias up
li1,-,234
met1,729,221
met2,583,16
met3,136,0
met4,0,0
met5,0,-
[tightest hold or removal path: cells and delay by family]
| kind | cells | cell delay (ns) |
|---|---|---|
| buffers and inverters | 2 | 0.28 |
| AND-OR/OR-AND | 1 | 0.07 |
[repair_timing]
item	in CTS	in global routing
gates cloned	1	0
pin swaps	8	7
buffers inserted	4	1
setup endpoints to repair	12	11
gates resized	86	8
No activity file was given, so power comes from the tool's default toggle rates.
